==> flow/run.sh <==
#!/bin/bash
# OpenROAD 26Q1-2900-gdf79404cd8, Yosys 0.63+post, stock flow scripts
make -C /OpenROAD-flow-scripts/flow DESIGN_CONFIG=/design/flow/config.mk WORK_HOME=/design/flow/orfs finish
==> flow/config.mk <==
export PLATFORM = sky130hd
export DESIGN_NAME = top
export DESIGN_NICKNAME = top
export VERILOG_FILES = /design/flow/design.v
export SDC_FILE = /design/flow/constraint.sdc
export NUM_CORES = 4
export LEC_CHECK = 1
export CORE_UTILIZATION = 50
==> flow/constraint.sdc <==
current_design top

set clk_period 5.1
set clk_io_pct 0.2

create_clock -name clk0 -period $clk_period [get_ports {clk}]

set non_clock_inputs [all_inputs -no_clocks]
set_input_delay [expr $clk_period * $clk_io_pct] -clock clk0 $non_clock_inputs
set_output_delay [expr $clk_period * $clk_io_pct] -clock clk0 [all_outputs]
==> flow/design.v <==
module pulse #(
    parameter integer FREQ_IN = 1000,
    parameter integer FREQ_OUT = 100,
    parameter integer INIT = 0
) (
    input  wire CLK_IN,
    output reg  PULSE_OUT = 0
);
  localparam integer DIVIDER = FREQ_IN / FREQ_OUT;
  localparam integer SizeCounter = $clog2(DIVIDER);
  localparam integer CounterLimit = DIVIDER - 1;
  reg [SizeCounter-1:0] counter = INIT;
  always @(posedge CLK_IN) begin
    if (counter == CounterLimit) begin
      counter   <= 0;
      PULSE_OUT <= 1;
    end else begin
      counter   <= counter + 1;
      PULSE_OUT <= 0;
    end
  end
endmodule
module pulse_width #(
    parameter integer FREQ_IN = 12e6,   
    parameter real WIDTH_PULSE = 10e-6,   
    parameter integer INIT = 0
) (
    input clk,
    input start,
    output reg signal,
    output busy
);
  localparam integer COUNT = (FREQ_IN / (1 / WIDTH_PULSE));
  localparam integer SIZE = $clog2(COUNT);
  localparam integer LIMIT = COUNT - 1;
  initial begin
    signal = 0;
  end
  reg [SIZE-1:0] cnt = INIT;
  always @(posedge clk) begin
    if (start) begin
      cnt <= 0;
      signal <= 1;
    end else if (cnt == LIMIT) begin
      signal <= 0;
    end else begin
      cnt <= cnt + 1;
    end
  end
  assign busy = signal;
endmodule
module chronometer #(
    parameter integer FREQ_IN = 12000000,
    parameter integer LIMIT_RECORD_TIMER = 1000,   
    parameter integer SELECT_UNITS = 1,
    parameter integer SIZE_RECORD_TIMER = $clog2(LIMIT_RECORD_TIMER)
) (
    input clk,
    input resetChronometer,
    input enableTimmerCounter,
    output reg [SIZE_RECORD_TIMER-1:0] recordTimer,
    output reg busy
);
  localparam integer FreqOfUnits = (SELECT_UNITS > 1) ? SELECT_UNITS : (SELECT_UNITS) ? 1e6 : 1e3;
  localparam integer CounterForAnUnit = (FREQ_IN / FreqOfUnits);
  localparam integer SizeOfCounterForAnUnit = $clog2(CounterForAnUnit);
  localparam integer LimitCounterForAnUnit = CounterForAnUnit - 1;
  reg [SizeOfCounterForAnUnit-1:0] unitPartsCounter;
  reg pulseIndicatorUnit;
  initial begin
    recordTimer = 0;
    unitPartsCounter = 0;
    pulseIndicatorUnit = 0;
    busy = 0;
  end
  always @(posedge clk) begin
    if (resetChronometer) begin
      recordTimer <= 0;
      unitPartsCounter <= 0;
      pulseIndicatorUnit <= 0;
      busy <= 0;
    end else begin
      if (enableTimmerCounter) begin   
        unitPartsCounter <= unitPartsCounter + 1;
        busy <= 1;
      end else begin
        busy <= 0;
      end
      if (unitPartsCounter == LimitCounterForAnUnit) begin
        pulseIndicatorUnit <= 1;
        unitPartsCounter   <= 0;   
      end else begin
        pulseIndicatorUnit <= 0;
      end
      if (pulseIndicatorUnit) begin   
        recordTimer <= recordTimer + 1;   
      end
    end
  end
endmodule
module top (
    input  clk,
    input  echoPin,
    output triggerPin,
    output led
);
  localparam integer ClkFreq = 12000000;   
  localparam real WidthPulse = 11e-6;   
  localparam integer LoopFreq = 2;   
  localparam integer InitialPulseCnt = 0;
  localparam integer InitialPulseWidthCnt = 0;
  localparam integer SelectUnitChronometer = 1;   
  localparam integer LimitTimer = 2941;   
  localparam integer LimitRecordTimer = 15000;   
  localparam integer SizeWireTimer = $clog2(LimitRecordTimer);   
  wire start, busy_ultrasonic;
  wire [SizeWireTimer-1:0] timer;
  pulse #(
      .FREQ_IN(ClkFreq),
      .FREQ_OUT(LoopFreq),
      .INIT(InitialPulseCnt)
  ) loopSensor (
      .CLK_IN(clk),
      .PULSE_OUT(start)
  );
  pulse_width #(
      .FREQ_IN(ClkFreq),
      .WIDTH_PULSE(WidthPulse),
      .INIT(InitialPulseWidthCnt)
  ) trigger_sensor (
      .clk(clk),
      .start(start),
      .signal(triggerPin)
  );
  chronometer #(
      .FREQ_IN(ClkFreq),
      .LIMIT_RECORD_TIMER(LimitRecordTimer),   
      .SELECT_UNITS(SelectUnitChronometer)
  ) echo_sensor (
      .clk(clk),
      .resetChronometer(start),
      .enableTimmerCounter(echoPin),
      .recordTimer(timer),
      .busy(busy_ultrasonic)
  );
  assign led = (timer != 0 && timer < LimitTimer && busy_ultrasonic == 0) ? 1 : 0;
endmodule
==> impl_metrics.tcl <==
# implementation run metrics
set metrics [dict create \
    detail_route.first_pass.iterations 21 \
    clock.latency.late_pin_ns 0.30 \
    rsz0062_at_grt "no" \
    timing.final.setup_violations 0 \
    lay_top_cells "dfxtp_1, nor2_1, xnor2_1, nand3_1, xor2_1" \
    fp.dieArea_mm2 0.00497 \
    final_hold_viol_count 0 \
    run_status "finished, final reports clean" \
    detailedPlacementHpwl_um 2530 \
    synth.yosys.num_cells 251 \
    wl_met3_um 111 \
    report.final.slew_viol_count 0 \
    residual_drc_count 0 \
    area_growth_syn_to_layout_pct 6.45 \
    root_buffer "clkbuf_8" \
    antenna_cells 0 \
    hold_path.class "register to register" \
    core_area_mm2 0.00444 \
    count_of_buffers_inserted_at_the_top_level_ports 3 \
    ys_ff 53 \
    worst_ep_arrival_time_ns 1.83 \
    overflow 0 \
    final.fill_count 387 \
    gr-usage-all-layers 0.172 \
    avgRoutedWirePerCell_um 11.9 \
    worst_ir_drop_vdd_v 0.000162 \
    slew_at_the_pin_closest_to_its_max_slew_limit_ns 0.814 \
    grt_max_degree 24 \
    worstPathMaxFanout 5 \
    ys_area_mm2 0.00235 \
    antenna_violations_before_repair 0 \
    final_antenna_net_count 0 \
    endpoint_kind "primary output" \
    final_core_utilization 0.562 \
    share_of_cells_above_drive_strength_1 0.0584 \
    slew-limit-headroom 0.453 \
    design.portCount 4 \
    post_synth_instance_area_mm2 0.00235 \
    grt_pass1_wl_um 6800 \
    finClkSkew_ns 0.00960 \
    p_per_area_mw_per_mm2 318 \
    total_leakage_power_nw 0.897 \
    detailroute.via_count 1647 \
    placement_rows 24 \
    route.met2.wl_um 1680 \
    yosysUniqueCellTypes 38 \
    mostFrequentLayoutCell "dfxtp_1" \
    cts_sinks 53 \
    wl_met1_um 1870 \
    number_of_warnings_in_the_stage_logs 26 \
    die_y_um 70.5 \
    die_w_um 70.5 \
    synth-seq-area-share 0.452 \
    cp-start-kind "register" \
    drt_wl_total_um 3670 \
    syn_inst 251 \
    cts.hold.buffers_added 0 \
    clock.fmax_ghz 0.351 \
    drt_iter0_drc 88 \
    ctsLongestPathBuffers 2 \
    ctsHtreeMaxLevel 2 \
    tritoncts "built" \
    fin_crit_sh 0.559 \
    top_layer "met4" \
    max_cap_violations 0 \
    tritoncts.num_buffers 5 \
    setup_total_negative_slack_ns 0 \
    period_needed_ns 2.85 \
    post-cts-setup-buffers 0 \
    postCtsResizedCells 0 \
    ys.warnings.count 6 \
    worst-endpoint-required_ns 4.08 \
    grt_pass1_vias 1559 \
    vias_per_cell 5.33 \
    rd_place_congestion 0.776 \
    hold_slack_ns 0.462 \
    clkSlewWorstSetupHoldPaths_ns 0.09 \
    fp_util 0.528 \
    synth_area_per_cell_um2 9.35 \
    crit_type "register to primary output" \
]
[worst max-delay path, stage by stage (launching register included)]
cell             delay [ns]
dfxtp_1                0.42
inv_1                  0.06
ha_1                   0.21
nor4b_1                0.14
nand3_1                0.08
and4_1                 0.18
clkdlybuf4s50_1        0.45
[power by group]
| group | switching [mW] | internal [mW] |
|---|---|---|
| clock network | 0.130 | 0.0974 |
| registers | 0.0328 | 0.445 |
| logic | 0.0385 | 0.0501 |
| total | 0.201 | 0.592 |
[area by class of cell]
type                    instances  area [µm²]  share of cell area
clock buffers                   7        76.3              0.0306
clock inverters                 1        7.51             0.00301
inverters                       9        33.8              0.0135
multi-input cells             184        1220               0.490
flip-flops and latches         53        1060               0.425
well taps                      52        65.1              0.0261
repair buffers                  3        30.0              0.0120
[cell usage after synthesis]
library cell / count / area (µm²)
inv_1: 9 / 33.8
and2_1: 1 / 6.26
nand2b_1: 2 / 12.5
o31ai_1: 2 / 15.0
clkbuf_1: 3 / 11.3
buf_6: 1 / 11.3
or2_1: 1 / 6.26
nand4_2: 1 / 12.5
nor4b_1: 3 / 26.3
and4_1: 2 / 17.5
or3b_1: 1 / 8.76
dfxtp_1: 53 / 1060
nand3b_1: 1 / 7.51
or4_1: 2 / 15.0
or2_4: 1 / 8.76
buf_2: 1 / 5.00
nor3_1: 10 / 50.1
o21bai_1: 1 / 7.51
nand2_1: 10 / 37.5
a21oi_1: 6 / 30.0
mux2i_1: 5 / 50.1
o21ai_0: 1 / 5.00
nand4_1: 6 / 37.5
and3_1: 6 / 37.5
nor4_2: 1 / 12.5
or2_2: 1 / 6.26
nand3_4: 1 / 17.5
nand3_1: 20 / 100
o41ai_1: 1 / 8.76
nor2b_1: 2 / 12.5
xnor2_1: 21 / 184
nor3b_1: 2 / 15.0
nor4_4: 3 / 63.8
or4_4: 1 / 11.3
nor2_1: 41 / 154
xor2_1: 16 / 140
ha_1: 5 / 62.6
nor4_1: 7 / 43.8
[stage by stage]
step	setup WS (ns)	cells	instance area (µm²)	power (mW)
6_report	2.25	309	2500	0.794
5_1_grt	2.09	309	2500	0.845
4_1_cts	2.22	309	2500	0.806
3_5_place_dp	2.57	301	2410	0.576
3_3_place_gp	2.59	301	2410	0.573
2_1_floorplan	3.06	251	2350	0.551
[logic make-up after synthesis]
family / after synthesis / synth area share
and+or+nand+nor: 126 / 0.307
adders and majority gates: 5 / 0.0267
muxes: 5 / 0.0213
AOI/OAI and AO/OA: 11 / 0.0283
buffers and inverters: 14 / 0.0261
DFF: 53 / 0.452
xor gates and xnor gates: 37 / 0.138
[path summary, 6_finish.rpt]
kind,end,cells past startpoint,slack [ns],startpoint
setup / recovery,led,6,2.25,echo_sensor.recordTimer[0]
hold / removal,trigger_sensor.signal,2,0.46,trigger_sensor.signal
setup reg to reg,loopSensor.counter[17],4,3.12,loopSensor.counter[0]
hold reg to reg,trigger_sensor.signal,2,0.46,trigger_sensor.signal
[state kept, by name, summed over array words and instances (netlist names)]
signal                          flops
echo_sensor.busy                    1
echo_sensor.pulseIndicatorUnit      1
trigger_sensor.signal               1
loopSensor.counter                 23
echo_sensor.recordTimer            14
echo_sensor.unitPartsCounter        4
trigger_sensor.cnt                  8
loopSensor.PULSE_OUT                1
[routing by layer]
metal / vias to the layer above / track usage
met2: 17 / 0.287
met5: - / 0
met4: 0 / 0.0227
met1: 752 / 0.249
met3: 2 / 0.0292
li1: 876 / -
Power is estimated from default activity; no workload was simulated.
